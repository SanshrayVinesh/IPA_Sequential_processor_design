**design.v**
```verilog
module ImmGen(
    input  [31:0] instruction,
    output reg [63:0] imm_64
);
wire [6:0] opcode = instruction[6:0];
    always @(*) begin
        case (opcode)
            7'b0010011, 7'b0000011: begin
                imm_64 = {{52{instruction[31]}}, instruction[31:20]};
            end
            7'b0100011: begin
                imm_64 = {{52{instruction[31]}}, instruction[31:25], instruction[11:7]};
            end
            7'b1100011: begin
                imm_64 = {{51{instruction[31]}}, instruction[31], instruction[7], 
                          instruction[30:25], instruction[11:8], 1'b0};
            end
            default: begin
                imm_64 = 64'b0;
            end
        endcase
    end
endmodule
```
**run.sh**
```bash
#!/bin/bash
# OpenROAD 26Q1-2900-gdf79404cd8, Yosys 0.63+post, stock flow scripts
make -C /OpenROAD-flow-scripts/flow DESIGN_CONFIG=/design/flow/config.mk WORK_HOME=/design/flow/orfs finish
```
**config.mk**
```make
export PLATFORM = sky130hd
export DESIGN_NAME = ImmGen
export DESIGN_NICKNAME = ImmGen
export VERILOG_FILES = /design/flow/design.v
export SDC_FILE = /design/flow/constraint.sdc
export NUM_CORES = 4
export LEC_CHECK = 1
export CORE_AREA = 10 10 70 70
export DIE_AREA = 0 0 80 80
export SYNTH_HDL_FRONTEND = slang
```
**constraint.sdc**
```tcl
current_design ImmGen

set clk_period 2.5
set clk_io_pct 0.2

create_clock -name clk0 -period $clk_period

set non_clock_inputs [all_inputs -no_clocks]
set_input_delay [expr $clk_period * $clk_io_pct] -clock clk0 $non_clock_inputs
set_output_delay [expr $clk_period * $clk_io_pct] -clock clk0 [all_outputs]
```
==> run summary <==
run results: via count about 700, cycle use final just under 100%, Top Family by Delay on Critical Path buffers and inverters, Dominant cell area share a little under two thirds, row count 21, Fin Hold WS approximately 1.6 ns, PwrDens about 66 mW/mm2, largest net degree at the start of global routing 14, DRT iter0 DRCs 3, Routed WL per cell roughly 16 um, area growth from synthesis to layout 133%, critical path fanouts, max 6, Post-Syn Area around 600 um2, GPL Wtd Cong 0.691, non-filler instance count after layout about 180, Gate Area 260 um2, status finished, final reports clean, Crit path largest cell delay about 0.50 ns, Arr. time, crit path about 1.9 ns, DRC Markers 0, Post-synth top cells buf_4, nor3b_1, nand3b_1, Antenna Diode Count 0, Yosys Instances approximately 80, worst hold path type in -> out, DIE HEIGHT ~80 um, GRT overflow 0, setup violators final 0, VDD IR-drop max 40.6 uV, Syn Inst Count ~80, leakage power around 0.81 nW, final hold vios 0, Slew Limit Headroom roughly 87%, Post-synth area hogs buf_4, nor3b_1, nand3b_1, a21oi_1, or3b_1, Flop Count 0, Bufs and invs on worst path 3, Final Core Density roughly 41%, chip area 0.00640 mm2, count of tool warnings ~42, antenna violations before repair 0, vias per inst between 3 and 4, first-pass GRT wire length 4100 um, layout cells sized above 1 around 27%, Placed Instances roughly 170, Unique cell types 14, vias in the first global route roughly 760, Routed WL 2810 um, yosys warns 0, Fmax a little over 0.4 GHz, Crit-path slowest cell clkdlybuf4s50_1, synthesized area per cell 7.51 um2, biggest area consumer among synthesized cells buf_4, worst-path cell chain clkdlybuf4s15_1 -> mux2_4 -> buf_4 -> nor3b_2 -> clkdlybuf4s50_1, fin crit period 2.42 ns, final tally of max-slew violations 0, RSZ-0062 raised after global routing no, Initial Util between 10% and 20%, Yosys Chip Area about 600 um2, Critical Path End Type primary output, CP Class in -> out, register area 0 um2, Routed Antenna Nets 0, Startpoint Class input pin, Placeable Area approximately 0.0034 mm2, # clk buffers 0, port buffer count 88, placed wire-length estimate 2010 um, DRT Pass-1 Iters 3, Die W 80 um, # hold bufs at CTS 0, Overall Global Routing Usage slightly below 8%, Seq share, synth 0%, slew of the pin with the lowest slew margin 0.199 ns, fillers between 300 and 400, max_cap viols 0, CP Data Required Time about 2 ns, Synth top cell by count buf_4, # IOs approximately 96
layout make-up:
class | count | share of cell area (%)
multi-input combinational | 27 | 18.6
tap | 46 | 4.11
timing repair buffer | 107 | 77.3
cells in the final DEF (no fill, tap or decap), drive strengths merged:
cell type	count
dlygate4sd2	54
mux2	1
bufbuf	1
nand2b	2
nand3b	5
a221oi	1
clkdlybuf4s15	3
nand3	1
clkdlybuf4s50	22
or3b	4
dlymetal6s2s	3
nand4bb	1
a21oi	4
buf	24
nor3b	7
a211oi	1
logic make-up after synthesis:
logic type             after synthesis  share of synthesized area (%)
AND/OR/NAND/NOR                     20                           25.6
multiplexers                         1                           1.87
buffers and inverters               53                           66.5
AND-OR/OR-AND                        6                           6.04
where the power goes:
group	total (W)	internal, W	switching [W]
combinational	0.0000920	0.0000652	0.0000268
sequential	0	0	0
clock	0	0	0
total	0.0000920	0.0000652	0.0000268
final timing paths:
path | endpoint | depth (start not counted) | startpoint
worst max-delay path | imm_64[9] | 5 | instruction[5]
worst min-delay path | imm_64[2] | 5 | instruction[2]
metal layers:
| metal | wire length, um | global-route usage, % | part of all wire [%] | vias up |
|---|---|---|---|---|
| met5 | 0 | 0 | 0 | - |
| met4 | 0 | 0 | 0 | 0 |
| met3 | 629 | 6.02 | 22 | 0 |
| met2 | 1160 | 13.1 | 41 | 69 |
| met1 | 1020 | 8.44 | 36 | 287 |
| li1 | - | - | - | 325 |
tightest hold or removal path, stage by stage:
cell	delay, ns
dlymetal6s2s_1	0.08
nand4bb_4	0.17
buf_6	0.17
a21oi_1	0.05
dlymetal6s2s_1	0.14
repair_timing:
| action | in CTS | in global routing |
|---|---|---|
| pin swaps | 4 | 2 |
| setup buffers | 9 | 0 |
| gates resized | 93 | 7 |
| endpoints found under the setup margin | 64 | 49 |
| cloned | 5 | 0 |
stage by stage:
step           total power [W]  area (um2)  setup WS [ns]  TNS (ns)
3_3_place_gp         0.0000886        1220         -0.346    -18.47
6_report             0.0000920        1400         0.0809         0
2_1_floorplan        0.0000326         634         -0.160     -8.14
3_5_place_dp         0.0000895        1220         -0.339    -19.39
4_1_cts              0.0000923        1380       -0.00998  -0.00998
5_1_grt              0.0000998        1400        0.00533         0
Power and IR drop assume default switching activity.

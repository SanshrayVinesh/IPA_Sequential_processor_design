**config.mk**
```make
export PLATFORM = sky130hd
export DESIGN_NAME = BranchAdder
export DESIGN_NICKNAME = BranchAdder
export VERILOG_FILES = /design/flow/design.v
export SDC_FILE = /design/flow/constraint.sdc
export NUM_CORES = 4
export LEC_CHECK = 1
export CORE_AREA = 10 10 120 120
export DIE_AREA = 0 0 130 130
export SYNTH_HDL_FRONTEND = slang
```
**constraint.sdc**
```tcl
current_design BranchAdder

set clk_period 36.7
set clk_io_pct 0.2

create_clock -name clk0 -period $clk_period

set non_clock_inputs [all_inputs -no_clocks]
set_input_delay [expr $clk_period * $clk_io_pct] -clock clk0 $non_clock_inputs
set_output_delay [expr $clk_period * $clk_io_pct] -clock clk0 [all_outputs]
```
**design.v**
```verilog
module BranchAdder(
    input  [63:0] pc_in,       
    input  [63:0] imm_in,      
    output [63:0] branch_out   
);
    assign branch_out = pc_in + imm_in;
endmodule
```
**run.sh**
```bash
#!/bin/bash
# OpenROAD 26Q1-2900-gdf79404cd8, Yosys 0.63+post, stock flow scripts
make -C /OpenROAD-flow-scripts/flow DESIGN_CONFIG=/design/flow/config.mk WORK_HOME=/design/flow/orfs finish
```
==> flow_metrics.env <==
# implementation run metrics
export IMPL_outcome="finished clean"
export IMPL_pin_count=192
export IMPL_path_max_fanout=5
export IMPL_drive_above_1_share=0.0331
export IMPL_fa_ha_area_frac=0.212
export IMPL_dr_pass1_iters=4
export IMPL_slowest_stage="o32ai_1"
export IMPL_core_area_um2=11900
export IMPL_grt_overflow=0
export IMPL_dp_cells=873
export IMPL_seq_area_frac_synth=0
export IMPL_grt_max_degree=12
export IMPL_max_cap_violations=0
export IMPL_yosysCellCount=555
export IMPL_cts_resized=0
export IMPL_arrival_ps=10810
export IMPL_fin_crit_ps=18150
export IMPL_compound_area_frac=0.372
export IMPL_setup_viol=0
export IMPL_die_w_um=130
export IMPL_nClkBuffers=0
export IMPL_routed_via_density=5.29
export IMPL_place_congestion=0.921
export IMPL_tool_warnings=32
export IMPL_diodes=0
export IMPL_ir_worst_vdd_mv=0.00904
export IMPL_relSlewSlack=0.680
export IMPL_flop_area_um2=0
export IMPL_placed_cell_area_um2=5810
export IMPL_stdcell_area_um2=5810
export IMPL_fmax_mhz=55.1
export IMPL_setup_tns_ps=0
export IMPL_grt_pass1_vias=4601
export IMPL_required_ps=29360
export IMPL_cts_hold_repair_buffers=0
export IMPL_antenna_found_initial=0
export IMPL_post_cts_buffers=0
export IMPL_critPathCaptureType="output port"
export IMPL_fp_util=0.320
export IMPL_final_util=0.488
export IMPL_powerDensity_nw_per_um2=19.9
export IMPL_critical_path_cell_chain="clkdlybuf4s50_1 > ha_1 > fa_1 > a21oi_2 > nor2_1 > nor4_4 > nor2_1 > a21oi_4 > a21oi_1 > o32ai_1 > o21ai_1 > xor2_1 > clkdlybuf4s50_1"
export IMPL_fp_row_count=40
export IMPL_grt_setup_unrepaired="no"
export IMPL_muxShareOfSynthArea=0
export IMPL_ant_nets=0
export IMPL_yosys_warnings=0
export IMPL_ff_count=0
export IMPL_syn_area_um2=3820
export IMPL_grt_usage=0.166
export IMPL_hold_violations=0
export IMPL_leakagePower_nw=2.42
export IMPL_ys_sh_xor=0.138
export IMPL_pre_cts_ws_ps=18590
export IMPL_worst_setup_path_start_kind="input pin"
export IMPL_drtIter0Drc=253
export IMPL_final_cells=873
export IMPL_critPathTopFamily="AND-OR/OR-AND gates"
export IMPL_grt_pass1_wl_um=23200
export IMPL_simple_gate_area_frac=0.236
export IMPL_areaGrowthSynthToFinish_pct=52.4
export IMPL_finalClockPeriodUsage=0.494
export IMPL_routed_wl_um=14700
export IMPL_ys_area_um2=3820
export IMPL_min_path_type="input pin to output port"
export IMPL_fillers=1199
export IMPL_syn_area_per_cell_um2=6.88
export IMPL_num_vias=4617
export IMPL_crit_buf_inv=2
export IMPL_wl_per_cell_um=16.9
export IMPL_cp_slowest_stage_delay_ps=490
export IMPL_hpwl_um=13200
export IMPL_finalWorstSetupSlack_ps=18550
export IMPL_yosysUniqueCellTypes=65
export IMPL_drcViolationCount=0
export IMPL_synthCells=555
export IMPL_chipArea_um2=16900
export IMPL_tightest_slew_ps=476
export IMPL_slew_viol_final=0
export IMPL_die_h_um=130
export IMPL_ys_top_logic_family="AND-OR/OR-AND gates"
export IMPL_critPathKind="input pin to output port"
export IMPL_io_buffer_count=192
[kinds of logic (layout without fill, tap and decap cells)]
family	count (synthesis)	after routing
AND-OR/OR-AND	217	217
AND/OR/NAND/NOR	179	179
adder cells (fa/ha/maj)	64	64
XOR/XNOR	60	60
buffers and inverters	35	206
[path summary, 6_finish.rpt]
| path | slack (ps) | cells after the start | startpoint | end |
|---|---|---|---|---|
| max | 18550 | 13 | pc_in[0] | branch_out[44] |
| min | 15710 | 3 | imm_in[0] | branch_out[0] |
[placed cells by master (no fill, tap or decap), types with 4 or more instances in the layout]
master,n
nand2_1,52
a21o_1,35
a21oi_1,75
o21ai_1,15
nor2_1,39
clkdlybuf4s50_1,192
nand4_1,17
xnor2_1,37
and3_1,6
a21oi_2,4
inv_1,14
o21bai_1,13
nand3b_1,4
o21ai_0,23
ha_1,63
o21ai_2,4
nand2b_1,5
a31oi_1,6
nand3_1,18
nor2b_1,6
o21a_1,7
xor2_1,23
nor3_1,9
o211ai_1,4
[cell type report]
| class | instances | area [µm²] | area share |
|---|---|---|---|
| inverter | 14 | 52.6 | 0.00904 |
| multi-input combinational | 520 | 3660 | 0.629 |
| tap | 147 | 184 | 0.0316 |
| timing repair buffer | 192 | 1920 | 0.331 |
[per-layer routing]
metal | vias up | routed length [µm] | GRT usage
li1 | 2429 | - | -
met1 | 2079 | 6760 | 0.220
met2 | 109 | 7080 | 0.292
met3 | 0 | 907 | 0.0305
met4 | 0 | 0 | 0
met5 | - | 0 | 0
[power by group]
part	leakage, nW	switching (mW)	internal, mW	total [mW]
Clock	0	0	0	0
Combinational	2.42	0.0495	0.0664	0.116
Sequential	0	0	0	0
[Yosys cell counts (4+ instances only)]
| library cell | count | area (µm²) |
|---|---|---|
| a21oi_1 | 75 | 375 |
| ha_1 | 63 | 788 |
| nand2_1 | 52 | 195 |
| nor2_1 | 39 | 146 |
| xnor2_1 | 37 | 324 |
| a21o_1 | 35 | 263 |
| o21ai_0 | 23 | 115 |
| xor2_1 | 23 | 201 |
| nand3_1 | 18 | 90.1 |
| nand4_1 | 17 | 106 |
| o21ai_1 | 15 | 75.1 |
| inv_1 | 14 | 52.6 |
| buf_2 | 13 | 65.1 |
| o21bai_1 | 13 | 97.6 |
| nor3_1 | 9 | 45.0 |
| o21a_1 | 7 | 52.6 |
| a31oi_1 | 6 | 37.5 |
| and3_1 | 6 | 37.5 |
| nor2b_1 | 6 | 37.5 |
| nand2b_1 | 5 | 31.3 |
| a21oi_2 | 4 | 35.0 |
| clkbuf_1 | 4 | 15.0 |
| nand3b_1 | 4 | 30.0 |
| o211ai_1 | 4 | 30.0 |
| o21ai_2 | 4 | 35.0 |
[through the flow]
stage               hold WS [ps]  power (mW)
floorplan                  14750      0.0563
global placement           15730       0.117
detailed placement         15710       0.116
CTS                        15720       0.117
global route               15740       0.128
finish                     15710       0.116
Power and IR drop assume default switching activity.
